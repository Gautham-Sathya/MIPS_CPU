==> design.v <==
module ALU(
input logic[31:0] SrcA,
input logic[31:0] SrcB,
input logic[2:0] ALUControl,
output logic[31:0] ALUResult
);
always_comb begin
case(ALUControl)
3'b010: ALUResult = SrcA + SrcB;
3'b110: ALUResult = SrcA - SrcB;
default: ALUResult = SrcA;
endcase
end
endmodule 
module MUX_ALUSrc(
input logic ALUSrc,
input logic [31:0] SignImm,
input logic [31:0] RD2,
output logic [31:0] ALUSrc_Out
);
assign ALUSrc_Out = ALUSrc ? SignImm : RD2;
endmodule 
module MUX_MemtoReg(
input logic MemtoReg,
input logic [31:0] ALUResult,
input logic [31:0] RD,
output logic [31:0] MemtoReg_Out
);
assign MemtoReg_Out = MemtoReg ? RD : ALUResult; 
endmodule 
module MUX_RegDst(
input logic RegDst,
input logic [4:0] in2016,
input logic [4:0] in1511,
output logic [4:0] WriteReg
);
assign WriteReg = RegDst ? in1511 : in2016;
endmodule 
module data_memory(
input logic clk,rst,
input logic [31:0] A,  
input logic [31:0] WD,  
input logic WE,  
output logic[31:0] RD,  
output logic[31:0] prode  
);
reg [31:0] mem [31:0];
assign RD = mem[A[7:0]];
assign prode = RD;
always_ff @(posedge clk or negedge rst) begin
	if(~rst) begin
		for(int i = 0; i<32; i=i+1)
			mem[i] <= 2*i;
			end
	else if(WE) begin
			mem[A[7:0]] <= WD;
	end
end
endmodule 
module display(
input logic [31:0] data_in,
output logic [6:0] segments
);
always_comb begin
case (data_in)
	32'd0:segments = 7'b0100000;
	32'd1:segments = 7'b1111001;
	32'd2:segments = 7'b0100100;
	32'd3:segments = 7'b0110000;
	32'd4:segments = 7'b0011001;
	32'd5:segments = 7'b0010010;
	32'd6:segments = 7'b0000010;
	32'd7:segments = 7'b1111000;
	32'd8:segments = 7'b0000000;
	32'd9:segments = 7'b0011000;
	default:segments = 7'b1111111;
endcase
end
endmodule 
module register_file(input logic clk, rst,
input logic[4:0] A1, A2, A3,  
input logic [31:0] WD3,  
input logic WE3,  
output logic[31:0]RD1,  
output logic[31:0] RD2,  
output logic[31:0] prode  
);
logic [31:0] rf_regs [31:0];  
assign prode = rf_regs[A3];
assign RD1 = rf_regs[A1];
assign RD2 = rf_regs[A2];
always_ff @(posedge clk or negedge rst) begin
	if(~rst) begin
		for(int i = 0; i<32; i=i+1)
		rf_regs[i] <= (2*i) + 1;
	end
	else if(WE3) begin
	rf_regs[A3] <= WD3;
	end
end
endmodule 
module sign_extend(
input logic[15:0] Imm,
output logic[31:0] SignImm
);
assign SignImm = {{16{Imm[15]}} ,Imm};
endmodule	
module top(
input logic clk, rst,
input logic[1:0] sw,  
output logic[31:0] Result,  
output logic[31:0] prode_data_mem,  
output logic[31:0] prode_register_file,  
output logic[6:0] display_led  
);
logic[31:0] inst_0 = 32'b0;
logic[31:0] inst_1 = 32'b010101_00000_01000_0000_0000_0000_0110; 
logic[31:0] inst_2 =  32'b010101_00000_01000_0000_0000_0000_0110; 
logic[31:0] inst_ex;
assign inst_ex = (sw==1)? inst_1:(sw==2)? inst_2: inst_0;
logic [31:0] ALUResult, RD1, RD2, ALUSrcOut, RD, si;
logic [4:0]  WriteReg; 
register_file r_f(.clk(clk),.rst(rst),
.A1(inst_ex[25:21]),.A2(inst_ex[20:16]),.A3(WriteReg),
.WD3(Result),
.WE3(inst_ex[26]), 
.RD1(RD1),
.RD2(RD2),
.prode(prode_register_file)
);
ALU t1(
.SrcA(RD1),
.SrcB(ALUSrcOut),
.ALUControl(inst_ex[29:27]),
.ALUResult(ALUResult)
);
data_memory data(.clk(clk),.rst(rst),
.A(ALUResult),
.WD(RD2),
.WE(~inst_ex[26]), 
.RD(RD),
.prode(prode_data_mem)
);
MUX_MemtoReg mx1(
.MemtoReg(inst_ex[26]),
.ALUResult(ALUResult),
.RD(RD),
.MemtoReg_Out(Result)
);
MUX_ALUSrc mx2(
.ALUSrc(inst_ex[30]),
.SignImm(si),
.RD2(RD2),
.ALUSrc_Out(ALUSrcOut)
);
MUX_RegDst mx3(
.RegDst(inst_ex[31]),
.in2016(inst_ex[20:16]),
.in1511(inst_ex[15:11]),
.WriteReg(WriteReg)
);
sign_extend se(
.Imm(inst_ex[15:0]),
.SignImm(si)
);
display t2(.data_in({28'd0,prode_register_file[3:0]}), 
.segments(display_led));
endmodule
==> run.sh <==
#!/bin/bash
# OpenROAD 26Q1-2900-gdf79404cd8, Yosys 0.63+post, stock flow scripts
make -C /OpenROAD-flow-scripts/flow DESIGN_CONFIG=/design/flow/config.mk WORK_HOME=/design/flow/orfs finish
==> config.mk <==
export PLATFORM = sky130hd
export DESIGN_NAME = top
export DESIGN_NICKNAME = top
export VERILOG_FILES = /design/flow/design.v
export SDC_FILE = /design/flow/constraint.sdc
export NUM_CORES = 4
export LEC_CHECK = 1
export CORE_UTILIZATION = 30
==> constraint.sdc <==
current_design top

set clk_period 9.0
set clk_io_pct 0.2

create_clock -name clk0 -period $clk_period [get_ports {clk}]

set non_clock_inputs [all_inputs -no_clocks]
set_input_delay [expr $clk_period * $clk_io_pct] -clock clk0 $non_clock_inputs
set_output_delay [expr $clk_period * $clk_io_pct] -clock clk0 [all_outputs]
==> flow_results.xml <==
<?xml version="1.0" encoding="UTF-8"?>
<metrics>
  <group name="final_timing">
    <metric name="hold_viol" unit="">0</metric>
    <metric name="relative_max_transition_margin" unit="%">49.1</metric>
    <metric name="rsz0062_at_grt" unit="">no</metric>
    <metric name="timing.clock.skew" unit="ns">0.00262</metric>
    <metric name="worstMarginPinSlew" unit="ns">0.763</metric>
    <metric name="count_of_endpoints_failing_setup_in_the_final_report" unit="">0</metric>
    <metric name="final.setup.tns" unit="ns">0</metric>
    <metric name="layout_min_cycle_time" unit="ns">6.77</metric>
    <metric name="final_max_slew_viol_count" unit="">0</metric>
    <metric name="fmax" unit="MHz">148</metric>
    <metric name="layout_worst_path_cycle_share" unit="%">75.2</metric>
  </group>
  <group name="synthesis">
    <metric name="synth_chip_area" unit="sq um">3960</metric>
    <metric name="ys_sh_xor" unit="%">0.411</metric>
    <metric name="ys_sh_simple" unit="%">26.7</metric>
    <metric name="yosys-dominant-comb-family" unit="">simple AND/OR/NAND/NOR gates</metric>
    <metric name="adder_share" unit="%">1.58</metric>
    <metric name="postSynth.asyncResetShare" unit="%">100</metric>
    <metric name="postSynth.topFlopCell" unit="">sky130_fd_sc_hd__dfrtp_1</metric>
    <metric name="ys.flops" unit="">96</metric>
    <metric name="mean_instance_size_in_the_synthesized_netlist" unit="sq um">9.12</metric>
    <metric name="ys_cells" unit="">434</metric>
    <metric name="syn_inst" unit="">434</metric>
    <metric name="edf_count" unit="">0</metric>
    <metric name="synth_warnings" unit="">7</metric>
    <metric name="yosys-mux-area-fraction" unit="%">0</metric>
    <metric name="ys_seq_share" unit="%">60.9</metric>
    <metric name="synth_compound_gate_area_share" unit="%">1.64</metric>
    <metric name="synth_cell_type_count" unit="">19</metric>
    <metric name="mapped_cell_area" unit="sq um">3960</metric>
  </group>
  <group name="floorplanning">
    <metric name="num_rows" unit="">41</metric>
    <metric name="core_area" unit="sq um">12700</metric>
    <metric name="die_height" unit="um">117</metric>
    <metric name="floorplan.core_util" unit="%">31.1</metric>
    <metric name="boundaryPins" unit="">107</metric>
    <metric name="die_area" unit="sq um">13700</metric>
    <metric name="dieWidth" unit="um">117</metric>
  </group>
  <group name="setup_path">
    <metric name="rr_worst_depth" unit="">2</metric>
    <metric name="cp.required" unit="ns">7.20</metric>
    <metric name="critPathKind" unit="">input pin to primary output</metric>
    <metric name="worst-path-max-fanout" unit="">66</metric>
    <metric name="worstSetupEndpointType" unit="">primary output</metric>
    <metric name="cell_breakdown_of_the_critical_path" unit="">clkdlybuf4s50_1, xnor2_4, buf_4, inv_2, nand2b_1, inv_1, ha_1, nand2_1, nor2_1, o21ai_0, clkdlybuf4s50_1</metric>
    <metric name="worstPathArrival" unit="ns">4.97</metric>
    <metric name="worst_path_most_repeated_cell" unit="">sky130_fd_sc_hd__clkdlybuf4s50_1</metric>
    <metric name="reg2reg_to" unit="">r_f.rf_regs[8][1]</metric>
    <metric name="critPathLaunchType" unit="">input pin</metric>
    <metric name="timing.critical_path.slowest_stage_cell" unit="">sky130_fd_sc_hd__clkdlybuf4s50_1</metric>
    <metric name="crit_path_start" unit="">sw[1]</metric>
    <metric name="reg2reg_slack" unit="ns">8.23</metric>
    <metric name="regToRegStartpoint" unit="">data.mem[7][1]</metric>
    <metric name="critical_path_s_largest_stage_delay" unit="ns">0.56</metric>
  </group>
  <group name="detailed_routing">
    <metric name="dr.first_iter.drc_count" unit="">156</metric>
    <metric name="antennaDiodeCount" unit="">0</metric>
    <metric name="route.detailed.drc" unit="">0</metric>
    <metric name="detailedRoute.firstPassIterationCount" unit="">4</metric>
    <metric name="detail_route.wl_per_cell" unit="um">10.7</metric>
    <metric name="detail_route.vias_per_cell" unit="">4.02</metric>
    <metric name="route.vias.total" unit="">2732</metric>
    <metric name="route.antenna.remaining_nets" unit="">0</metric>
    <metric name="wl" unit="mm">7.31</metric>
  </group>
  <group name="placed_design">
    <metric name="dp_hpwl" unit="mm">4.89</metric>
    <metric name="globalplace.congestion" unit="">0.807</metric>
    <metric name="placed_cells_incl_taps" unit="">664</metric>
    <metric name="buffer_ports.inserted" unit="">106</metric>
  </group>
  <group name="power">
    <metric name="power.share.combinational" unit="%">4.9</metric>
    <metric name="power_report.internal_total" unit="W">0.000692</metric>
    <metric name="pwr_density_cell" unit="nW/um^2">163</metric>
    <metric name="peakVddDrop" unit="mV">0.0997</metric>
    <metric name="power.sequential.fraction" unit="%">49.5</metric>
    <metric name="p_sw_share" unit="%">20.7</metric>
    <metric name="p_sw" unit="W">0.000181</metric>
    <metric name="clockPowerShare" unit="%">45.7</metric>
    <metric name="p_leak" unit="nW">3.00</metric>
  </group>
  <group name="cells_and_area">
    <metric name="final-seq-area" unit="sq um">2410</metric>
    <metric name="fillCellCount" unit="">1239</metric>
    <metric name="final_cell_mix" unit="">165 x sky130_fd_sc_hd__nand2_1, 105 x sky130_fd_sc_hd__clkdlybuf4s50_1, 90 x sky130_fd_sc_hd__dfrtp_1, 61 x sky130_fd_sc_hd__and2_1, 33 x sky130_fd_sc_hd__inv_1</metric>
    <metric name="multi_input_comb_area" unit="sq um">1210</metric>
    <metric name="mostFrequentLayoutCell" unit="">sky130_fd_sc_hd__nand2_1</metric>
    <metric name="layout.cells.non_filler" unit="">680</metric>
    <metric name="drive_above_1_share" unit="%">5.91</metric>
    <metric name="layout-area-overhead-vs-synth" unit="%">35.7</metric>
  </group>
  <group name="status">
    <metric name="outcome" unit="">complete, no violations</metric>
  </group>
  <group name="min_path">
    <metric name="timing.hold.worst_path_depth" unit="">0</metric>
    <metric name="hold_start" unit="">data.mem[7][1]</metric>
    <metric name="hold-path-endpoint" unit="">data.mem[7][1]</metric>
    <metric name="min-delay-path-class" unit="">flip-flop to flip-flop</metric>
  </group>
  <group name="clock_network">
    <metric name="cts_resized" unit="">0</metric>
    <metric name="clkSinkCount" unit="">96</metric>
    <metric name="clkTransAtPathRegs" unit="ns">0.06</metric>
    <metric name="clock_tree.buffer_depth" unit="">2</metric>
    <metric name="cts_setup_buffers" unit="">0</metric>
    <metric name="cts_inserted_buffers" unit="">9</metric>
    <metric name="clock_insertion_delay_worst_skew" unit="ns">0.33</metric>
    <metric name="clock-root-buffer" unit="">sky130_fd_sc_hd__clkbuf_16</metric>
    <metric name="cts-htree-levels" unit="">3</metric>
    <metric name="tritoncts" unit="">yes</metric>
    <metric name="cts_hold_repair.buffers" unit="">0</metric>
  </group>
  <group name="global_route">
    <metric name="global_route.usage.total" unit="%">11.7</metric>
    <metric name="number_of_antenna_violations_at_the_first_check_in_global_routing" unit="">0</metric>
    <metric name="globalRouteOverflowTotal" unit="">0</metric>
    <metric name="grt_pass1_wl" unit="mm">12.4</metric>
    <metric name="first_global_vias" unit="">2689</metric>
    <metric name="grt_max_degree" unit="">67</metric>
  </group>
  <group name="flow_run">
    <metric name="maxCapViolations" unit="">0</metric>
    <metric name="stage_log_warnings" unit="">29</metric>
  </group>
</metrics>
[critical path, delay by kind of cell]
family | cells | cell delay [ns]
xor+xnor | 1 | 0.13
compound gates | 1 | 0.20
buf+inv | 5 | 2.21
fa+ha+maj | 1 | 0.18
simple gates | 3 | 0.43
[power groups by stage]
stage	logic [W]	registers (W)	clock network, W
final	0.0000425	0.000432	0.000399
after global routing	0.0000491	0.000431	0.000431
after CTS	0.0000444	0.000431	0.000416
[Yosys cell counts (2+ instances only)]
library cell / instances / area, sq um
sky130_fd_sc_hd__nand2b_1: 5 / 31.3
sky130_fd_sc_hd__ha_1: 5 / 62.6
sky130_fd_sc_hd__clkbuf_1: 39 / 146
sky130_fd_sc_hd__and2_1: 61 / 382
sky130_fd_sc_hd__buf_2: 7 / 35.0
sky130_fd_sc_hd__dfstp_2: 6 / 158
sky130_fd_sc_hd__buf_4: 5 / 37.5
sky130_fd_sc_hd__nand2_1: 165 / 619
sky130_fd_sc_hd__dfrtp_1: 90 / 2250
sky130_fd_sc_hd__o21ai_0: 4 / 20.0
sky130_fd_sc_hd__or2_2: 2 / 12.5
sky130_fd_sc_hd__inv_1: 33 / 124
sky130_fd_sc_hd__a21oi_1: 6 / 30.0
[cell type report]
| class | instances | area share, % |
|---|---|---|
| well taps | 172 | 4.01 |
| multi-input cells | 253 | 22.6 |
| repair buffers | 109 | 20.1 |
| clock inverters | 5 | 1.49 |
| inverters | 34 | 2.38 |
| flip-flops and latches | 96 | 44.9 |
| clock buffers | 11 | 4.52 |
[metrics by stage]
stage,power (W),instance area [sq um],setup WS [ns],utilization [%],hold WS (ns)
2_1_floorplan,0.000464,3960,4.20,-,0.429
3_3_place_gp,0.000483,5050,2.20,39.7,0.358
3_5_place_dp,0.000484,5050,2.17,39.7,0.359
4_1_cts,0.000891,5370,2.15,42.2,0.368
5_1_grt,0.000911,5370,1.90,42.2,0.371
6_report,0.000873,5370,2.23,42.2,0.365
[worst max-delay path by stage]
stage,endpoint,slack (ns)
finish,display_led[4],2.23
CTS,display_led[4],2.15
global route,display_led[4],1.90
[layer usage]
| metal | global-route usage (%) | share of wire (%) |
|---|---|---|
| met3 | 2.36 | 5.1 |
| met5 | 0 | 0 |
| met4 | 1.77 | 0.73 |
| met1 | 18.6 | 50 |
| met2 | 17.6 | 44 |
[kinds of logic after synthesis]
kind of cell    count (synthesis)
simple gates                  235
flops                          96
buf+inv                        85
compound gates                 12
fa+ha+maj                       5
xor+xnor                        1
[flip-flops by register name, summed over array words and instances, names as in the netlist]
signal,flops
data.mem,64
r_f.rf_regs,32
Power and IR drop assume default switching activity.
